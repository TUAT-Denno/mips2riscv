==> design/flow/config.mk <==
export PLATFORM = sky130hd
export DESIGN_NAME = alu
export DESIGN_NICKNAME = alu
export VERILOG_FILES = /design/flow/design.v
export SDC_FILE = /design/flow/constraint.sdc
export NUM_CORES = 4
export LEC_CHECK = 1
export CORE_UTILIZATION = 40
==> design/flow/constraint.sdc <==
current_design alu

set clk_period 15.1
set clk_io_pct 0.2

create_clock -name clk0 -period $clk_period

set non_clock_inputs [all_inputs -no_clocks]
set_input_delay [expr $clk_period * $clk_io_pct] -clock clk0 $non_clock_inputs
set_output_delay [expr $clk_period * $clk_io_pct] -clock clk0 [all_outputs]
==> design/flow/design.v <==
`timescale 1ns / 1ps
`timescale 1ns / 1ps
module alu(
    input [31:0] aluIn1, aluIn2,
    input [3:0] aluControl,
    output reg [31:0] aluOut,
    output zeroFlag, overflow
);
assign zeroFlag = (aluOut == 32'h0) ? 1 : 0;
assign overflow = 1'b0; 
always @(aluControl or aluIn1 or aluIn2) begin 
    case(aluControl)
        4'b0001 :
            aluOut <= aluIn1 + aluIn2;
        4'b0010 : 
            aluOut <= aluIn1 - aluIn2;
        4'b0011 :
            aluOut <= aluIn1 << aluIn2;
        4'b0100 :
            aluOut <= ( $signed(aluIn1) < $signed(aluIn2) ) ? 32'h1 : 32'h0;
        4'b0101 :
            aluOut <= (aluIn1 < aluIn2) ? 32'h1 : 32'h0;
        4'b0110 :
            aluOut <= aluIn1 ^ aluIn2;
        4'b0111 :
            aluOut <= aluIn1 >> aluIn2;
        4'b1000 :
            aluOut <= aluIn1 >>> aluIn2;
        4'b1001 :
            aluOut <= aluIn1 | aluIn2;
        4'b1010 :
            aluOut <= aluIn1 & aluIn2;
        default : 
            aluOut <= 32'h0;
    endcase
end
endmodule
==> design/flow/run.sh <==
#!/bin/bash
# OpenROAD 26Q1-2900-gdf79404cd8, Yosys 0.63+post, stock flow scripts
make -C /OpenROAD-flow-scripts/flow DESIGN_CONFIG=/design/flow/config.mk WORK_HOME=/design/flow/orfs finish
==> GITHUB_STEP_SUMMARY <==
### Yosys + OpenROAD results

| Metric | Value |
|---|---|
| Gr usage total | 0.404 |
| Place WS | roughly 3.4 ns |
| CP Class | input pin to primary output |
| Port-buffer cells | 101 |
| DIE AREA | ~0.025 mm^2 |
| Clk_buf instances | 0 |
| Hold Crit Class | input pin to primary output |
| Drt initial violations | around 1400 |
| Pin count of the biggest net entering global routing | roughly 66 |
| FA/HA/MAJ Cells, Area Fraction | 0.128 |
| Ratio of cells with drive above 1 in the final layout | 0.100 |
| Post-place instance area | 0.0109 mm^2 |
| DR WL/cell | around 28 um |
| Crit path arrival time | 8.95 ns |
| Most numerous logic cell after layout | nand2_1 |
| Cell Area, Synth | 0.00971 mm^2 |
| Final ANT Viol Nets | 0 |
| Startpoint types | input pin |
| Post-synthesis sequential area ratio | 0 |
| Flip-flops | 0 |
| Top cells excl fill/tap | 141 x nand2_1, 108 x nor2_1, 102 x o21ai_0 |
| MUX share of area | 0.213 |
| FF/Latch Area | 0 um^2 |
| Final instance area | approximately 0.011 mm^2 |
| Unique masters post-synth | 89 |
| Via-to-Cell Ratio | 6.81 |
| Pwr/cell area | between 30 and 40 mW/mm^2 |
| Drt first pass iters | 7 |
| Syn avg cell area | about 7 um^2 |
| Setup ws final | about 3.1 ns |
| Post-route setup TNS | 0 ns |
| Post-Synth Simple-Gate Area | 0.235 |
| Post-synthesis compound-gate area fraction | 0.327 |
| Final Max Tran Viols | 0 |
| Max_cap viols | 0 |
| Initial antenna violation count | 5 |
| Chip Area, Yosys | about 0.0097 mm^2 |
| Core outline area | around 0.024 mm^2 |
| CP Max Fanout | 16 |
| Resize count post-CTS | 0 |
| Maximum clock rate | ~84 MHz |
| Worst slew margin | 0.322 |
| Switching share of power | 0.612 |
| Post-Synthesis Cells | approximately 1400 |
| Yosys xor share | 0.00631 |
| CP required | approximately 12 ns |
| Top logic family | AND-OR/OR-AND gates |
| Crit share post-route | 0.792 |
| Hold path depth | 8 |
| Via Count | ~12000 |
| Maximum vdd drop | 0.0000282 V |
| Number of global-route vias before repair | 10700 |
| Synth Warn # | 1 |
| # Cells Yosys | between 1000 and 1500 |
| Final setup fails | 0 |
| Grt ovf | 0 |
| Actual slew at the worst max-slew pin | between 0.9 and 1 ns |
| Die x size | roughly 160 um |
| Hold Vio Cnt, Final | 0 |
| Sw Pwr | 248 uW |
| Io pins | 102 |
| Int Pwr | between 150 and 200 uW |
| Routed WL | roughly 50 mm |
| Global-route wire length before repair | between 70 and 80 mm |
| Tool warnings | roughly 96 |
| # rows | around 56 |
| Remaining DRCs | 0 |
| Worst setup EP type | primary output |
| Detailed Place HPWL | 38.5 mm |
| Floorplan utilization | 0.411 |
| RSZ-0062 raised after global routing | false |
| Die Y | ~160 um |
| Gpl congestion | about 1.1 |
| Run status | finished clean |
| CTS hold repair buffers | 0 |
| Min Tclk post-route | between 10 and 15 ns |
| Overall power | ~400 uW |
| Pleak | 0.00442 uW |
| Post-CTS Setup Bufs | 0 |
| Layout area overhead | 12.2% |
[metal layers]
metal	share of wire	wire length, um	up-vias	GRT usage
met5	0	0	-	0
met4	0.040	1970	0	0.136
met3	0.095	4670	100	0.0775
met2	0.43	21100	635	0.596
met1	0.43	21300	5679	0.593
li1	-	-	5338	-
[logic make-up after synthesis]
kind of cell / count (synthesis)
buffers and inverters: 217
AND/OR/NAND/NOR: 457
multiplexers: 139
adder cells (fa/ha/maj): 98
other: 1
AND-OR/OR-AND: 467
XOR/XNOR: 7
[metrics by stage]
step	hold WS [ns]	cells	util
6_report	7.43	1725	0.461
3_3_place_gp	7.41	1722	0.461
3_5_place_dp	7.39	1722	0.461
4_1_cts	7.40	1722	0.461
5_1_grt	7.48	1722	0.461
2_1_floorplan	6.22	1386	-
[cell usage after synthesis (6+ instances only)]
cell	number	area [um^2]
nand2b_1	11	68.8
a31oi_1	27	169
o211ai_1	26	195
nor2b_1	18	113
nand3_1	34	170
a22oi_1	23	173
buf_4	6	45.0
nand2_1	141	529
or4_1	7	52.6
a211o_1	9	78.8
o22ai_1	12	75.1
nor4b_1	6	52.6
a21o_1	16	120
nand3b_1	8	60.1
clkbuf_1	76	285
a221o_1	7	70.1
o211a_1	7	70.1
o21a_1	8	60.1
a21oi_1	97	485
o21ai_0	102	510
mux4_2	48	1080
a2111oi_0	10	87.6
mux2i_1	58	581
buf_2	27	135
nor4_1	19	119
o221ai_1	8	70.1
or3_1	8	50.1
nor3_1	31	155
nor3b_1	6	45.0
and2_1	10	62.6
o31ai_1	8	60.1
a221oi_1	19	166
buf_1	6	22.5
nor2_1	108	405
inv_1	97	364
ha_1	96	1200
a211oi_1	20	150
and3_1	12	75.1
mux2_2	30	338
nand4_1	12	75.1
[final timing paths]
kind / from / endpoint / slack [ns]
worst min-delay path: aluIn2[3] / aluOut[4] / 7.43
worst max-delay path: aluIn1[11] / zeroFlag / 3.13
[power by group through the flow]
stage	Sequential (uW)	Combinational, uW	Clock, uW
4_1_cts	0	394	0
5_1_grt	0	431	0
[layout make-up]
class / count / area (um^2)
Antenna cell: 3 / 7.51
Tap cell: 319 / 399
Multi-Input combinational cell: 1169 / 8870
Fill cell: 2488 / 12700
Inverter: 100 / 375
Timing Repair Buffer: 134 / 1240
[critical path, stage by stage]
cell             delay, ns
clkdlybuf4s50_1       0.88
inv_1                 0.15
ha_1                  0.54
or3_1                 0.49
nor2_1                0.14
a31oi_1               0.18
o31ai_1               0.67
nor3_1                0.07
or4_1                 0.53
or4_1                 0.55
nor4_1                0.55
or4b_1                0.51
nor4_2                0.14
clkdlybuf4s50_1       0.50
No activity file was given, so power comes from the tool's default toggle rates.
